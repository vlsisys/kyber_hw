--- flow/constraint.sdc ---
current_design decompress

set clk_period 13.2
set clk_io_pct 0.2

create_clock -name clk0 -period $clk_period

set non_clock_inputs [all_inputs -no_clocks]
set_input_delay [expr $clk_period * $clk_io_pct] -clock clk0 $non_clock_inputs
set_output_delay [expr $clk_period * $clk_io_pct] -clock clk0 [all_outputs]
--- flow/run.sh ---
#!/bin/bash
# OpenROAD 26Q1-2900-gdf79404cd8, Yosys 0.63+post, stock flow scripts
make -C /OpenROAD-flow-scripts/flow DESIGN_CONFIG=/design/flow/config.mk WORK_HOME=/design/flow/orfs finish
--- flow/config.mk ---
export PLATFORM = sky130hd
export DESIGN_NAME = decompress
export DESIGN_NICKNAME = decompress
export VERILOG_FILES = /design/flow/design.v
export SDC_FILE = /design/flow/constraint.sdc
export NUM_CORES = 4
export LEC_CHECK = 1
export CORE_UTILIZATION = 50
--- flow/design.v ---
module decompress
(	
	output 		[11:0]		o_coeff,
	input		[10:0]		i_coeff,
	input		[ 3:0]		i_d
);
	reg			[13:0]		float;
	always @(*) begin
		case (i_d)
			4'd 1	: float	= 14'h3404;
			4'd 4	: float	= 14'h0681;
			4'd 5	: float	= 14'h0340;
			4'd10	: float	= 14'h001a;
			4'd11	: float	= 14'h000d;
			default	: float	= 14'h0;
		endcase
	end
	wire		[24:0]		mult;
	assign		mult		= float * i_coeff;
	assign		o_coeff		= mult[14:3] +  mult[2];
endmodule
==> impl_metrics.ini <==
; generated from flow reports
[drt]
dr_wl_met3_um = 334
num_vias = 2378
drt_iter0_drc = 74
top_layer = met3
drt-total-wl_um = 6281
wl_per_cell_um = 12.90
routed-wl-met2_um = 2538
route.detailed.drc = 0
ant_nets = 0
vias_per_cell = 4.883
m1WireLength_um = 3408
antenna_cells = 0
drt_pre_antenna_iters = 4

[setup_path]
arrival_ns = 9.35
crit_top_cell = fa_1
crit_path_start_kind = input port
required_ns = 10.56
critical-path-slowest-cell = clkdlybuf4s50_1
path_cells = clkdlybuf4s50_1, nor3b_2, nor2b_1, a21o_1, nand2_1, fa_1, fa_1, inv_1, fa_1, fa_1, inv_1, fa_1, inv_1, ha_1, o21ai_1, o21ai_1, nand2_1, xnor2_1, nand3_1, nor4_1, xnor2_1, clkdlybuf4s50_1
slowest_delay_ns = 0.58
crit_type = input port to output pin
cp_top_family = adder cells
crit_buf_inv = 5
crit_path_end_kind = output pin
cp_max_fo = 12

[yosys]
yosysChipArea_sq_um = 3238
syn-cell-area_sq_um = 3238
yosys_warnings = 1
yosysUniqueCellTypes = 46
syn_avg_cell_area_sq_um = 8.282
yosys_cells = 391
synth_cells = 391
ys_seq_share_pct = 0

[place]
port_buffers = 27
hpwl_um = 5714
place_area_sq_um = 3582
globalplace.congestion = 0.8672

[floorplan]
pin_count = 27
core_sq_um = 6096
die_height_um = 82.48
row_count = 28
die_w_um = 82.48
die_area_sq_um = 6802
fp_util_pct = 53.12

[grt]
grt_max_degree = 23
overflow = 0
grt_pass1_wl_um = 11010
grt_usage_pct = 22.54
grt_pass1_vias = 2419
antenna_found_initial = 0

[finish]
fillers = 593
final_cell_area_sq_um = 3582
layout_top_cell = inv_1
seq_area_sq_um = 0
drive_gt1_share_pct = 2.913
layout_top_cells = 103 x inv_1, 54 x fa_1, 45 x ha_1, 37 x and2_1, 31 x nand2_1
num-clock-buffers = 0
area_growth_pct = 10.63
comb_area_sq_um = 2824
seq_cells = 0

[final_timing]
timing.final.crit_share_pct = 90.83
rsz0062_at_grt = false
period_minus_slack_ns = 11.99
hold_viol = 0
slew_viol_final = 0
finalSetupViolations = 0
max_slew_margin_pct = 54.43
fmax_mhz = 83.40
tns_ns = 0
tightestPinTransition_ns = 0.6814

[cts]
cts_resized = 0
postCtsHoldBufs = 0
postCtsSetupRepairBufs = 0

[status]
status = complete, no violations

[power_and_ir_drop]
vdd_drop_max_v = 0.00002508
power_leakage_nw = 1.940
power_density_nw_per_um2 = 31.56

[run]
warnings = 32
maxCapViolCount = 0

[hold_path]
hp-class = input port to output pin
worst min-delay path: cells and delay by family:
family / cells / cell delay (ns)
and+or+nand+nor: 1 / 0.11
AOI/OAI and AO/OA: 1 / 0.07
xor gates and xnor gates: 3 / 0.45
buffers and inverters: 2 / 0.90
cells in the mapped netlist (all sizes together), types with 3 or more instances:
cell type | n | area (sq um)
nor4 | 3 | 31.28
o21ai | 6 | 30.03
xor2 | 8 | 70.07
a21oi | 8 | 40.04
nand4 | 3 | 18.77
nor2b | 6 | 37.54
and3 | 5 | 31.28
nor3 | 3 | 15.01
ha | 45 | 563.0
and2 | 39 | 246.5
xnor2 | 25 | 226.5
inv | 103 | 386.6
clkbuf | 6 | 22.52
nand2 | 31 | 116.4
nor2 | 6 | 25.03
nand3 | 9 | 50.05
a21o | 4 | 30.03
fa | 54 | 1081
nand2b | 4 | 25.02
cells by family after synthesis:
family	Yosys count	share of synthesized area, %
multiplexers	1	0.3091
AND/OR/NAND/NOR	121	21.79
buffers and inverters	110	12.79
AND-OR/OR-AND	26	5.063
XOR/XNOR	33	9.158
adder cells (fa/ha/maj)	99	50.77
other	1	0.1158
routing by layer:
metal	up-vias	GRT usage (%)
met4	0	0.1754
met1	1098	37.32
li1	1230	-
met5	-	0
met3	0	4.794
met2	50	33.55
through the flow:
stage | worst slack (ns) | power (W) | hold WS [ns] | util [%] | std cells
2_1_floorplan | 2.995 | 0.00007365 | 5.696 | - | 391
3_3_place_gp | 1.335 | 0.0001140 | 6.805 | 58.76 | 487
3_5_place_dp | 1.144 | 0.0001152 | 6.816 | 58.76 | 487
4_1_cts | 1.163 | 0.0001151 | 6.815 | 58.76 | 487
5_1_grt | 0.5617 | 0.0001320 | 6.939 | 58.76 | 487
6_report | 1.210 | 0.0001130 | 6.808 | 58.76 | 487
report_power, final:
part           internal [W]  switching (W)
combinational     0.0000562      0.0000568
sequential                0              0
clock                     0              0
total             0.0000562      0.0000568
layout make-up:
class	instances	share of cell area [%]
Multi-Input combinational cell	281	78.83
Inverter	103	10.79
Timing Repair Buffer	28	7.754
Tap cell	75	2.620
path summary, 6_finish.rpt:
check                     end  cells past startpoint   start
setup / recovery  o_coeff[11]                     22  i_d[2]
hold / removal    o_coeff[11]                      7  i_d[2]
No activity file was given, so power comes from the tool's default toggle rates.
