===== ./constraint.sdc =====
current_design compress

set clk_period 25.2
set clk_io_pct 0.2

create_clock -name clk0 -period $clk_period

set non_clock_inputs [all_inputs -no_clocks]
set_input_delay [expr $clk_period * $clk_io_pct] -clock clk0 $non_clock_inputs
set_output_delay [expr $clk_period * $clk_io_pct] -clock clk0 [all_outputs]

===== ./run.sh =====
#!/bin/bash
# OpenROAD 26Q1-2900-gdf79404cd8, Yosys 0.63+post, stock flow scripts
make -C /OpenROAD-flow-scripts/flow DESIGN_CONFIG=/design/flow/config.mk WORK_HOME=/design/flow/orfs finish

===== ./config.mk =====
export PLATFORM = sky130hd
export DESIGN_NAME = compress
export DESIGN_NICKNAME = compress
export VERILOG_FILES = /design/flow/design.v
export SDC_FILE = /design/flow/constraint.sdc
export NUM_CORES = 4
export LEC_CHECK = 1
export CORE_UTILIZATION = 30

===== ./design.v =====
(* use_dsp = "no" *)
module compress
(	
	output reg	[10:0]		o_coeff,
	input		[12:0]		i_coeff,
	input		[ 3:0]		i_d
);
	reg			[23:0]		float;
	always @(*) begin
		case (i_d)
			4'd 1	: float	= 24'h00275f;
			4'd 4	: float	= 24'h013afb;
			4'd 5	: float	= 24'h0275f7;
			4'd10	: float	= 24'h4ebede;
			4'd11	: float	= 24'h9d7dbb;
			default	: float	= 24'h000000;
		endcase
	end
	wire		[36:0]		mult;
	wire		[12:0]		mult_roundup;
	assign		mult			= float * i_coeff;
	assign		mult_roundup	= mult[36:24] +  mult[23];
	always @(*) begin
		case (i_d)
			4'd 1	: o_coeff	= mult_roundup[ 0:0];
			4'd 4	: o_coeff	= mult_roundup[ 3:0];
			4'd 5	: o_coeff	= mult_roundup[ 4:0];
			4'd10	: o_coeff	= mult_roundup[ 9:0];
			4'd11	: o_coeff	= mult_roundup[10:0];
			default	: o_coeff	= 0;
		endcase
	end
endmodule

==> results_dict.tcl <==
# place-and-route summary
set metrics [dict create \
    rsz0062_at_grt "false" \
    ant_nets 0 \
    dpl-instance-area_um2 10300 \
    postLayoutCoreUtil_pct 32.6 \
    top_cells_by_area "fa_1 (47%), inv_1 (13%), ha_1 (11%)" \
    flop_area_um2 0 \
    vias 7336 \
    tool_warnings 32 \
    synth_cells 1138 \
    netlist_area_um2 9600 \
    grt_pass1_wl_um 40100 \
    p_leak_nw 5.43 \
    die_x_um 181 \
    top_cell "inv_1" \
    design_area_um2 10300 \
    drtIter0Drc 389 \
    die_y_um 181 \
    finalSetupViolCount 0 \
    grt_pass1_vias 7529 \
    antenna_found_initial 0 \
    ir_worst_vdd_uv 35.5 \
    top_cell_area_share_pct 47.3 \
    slew_headroom_pct 26.4 \
    fillers 3297 \
    end_kind "output pin" \
    syn_area_per_cell_um2 8.44 \
    antenna_cells_inserted 0 \
    ys_seq_share_pct 0 \
    cts_resized 0 \
    min_path_type "in2out" \
    synth_cell_types 66 \
    clockBufferCount 0 \
    slew_viol_final 0 \
    place_congestion 0.961 \
    maxCapViolCount 0 \
    path_class "in2out" \
    rows 65 \
    core_um2 31600 \
    crit_path_start_kind "input pin" \
    path_max_fanout 27 \
    critPathArrivalTime_ns 14.12 \
    cp_data_required_time_ns 20.16 \
    drive_above_1_share_pct 2.65 \
    port_buffers 28 \
    post-synth-top-area-cell "fa_1" \
    min_period_over_period_pct 76.0 \
    pin_count 28 \
    grt_use_total_pct 16.5 \
    pwr_density_cell_nw_per_um2 41.3 \
    cts_setup_buffers 0 \
    wl_per_cell_um 15.8 \
    synthTopCellsByCount "inv_1 (322), fa_1 (227), nand2_1 (131)" \
    dieArea_um2 32700 \
    yosys_area_um2 9600 \
    finalWirelength_um 24300 \
    areaGrowthSynthToFinish_pct 7.05 \
    post-route-min-period_ns 19.16 \
    tns_ns 0 \
    grt_max_degree 66 \
    max_freq_mhz 52.2 \
    p_total_mw 0.424 \
    drt_pass1_iterations 5 \
    cts_hold_buf 0 \
    logic_area_um2 8220 \
    worstMarginPinSlew_ns 1.10 \
    routed_via_density 4.78 \
    initial_utilization_pct 30.4 \
    dp_hpwl_um 21300 \
    yosysWarnings 1 \
    grt_overflow 0 \
    nFlopsAndLatches 0 \
    hold_viol 0 \
    drcViolationCount 0 \
    status "completed" \
    ys_cells 1138 \
]
per-stage QoR:
stage,hold slack (ns),worst slack (ns),std cells
3_3_place_gp,11.33,6.25,1536
2_1_floorplan,10.34,8.81,1138
4_1_cts,11.33,6.14,1536
3_5_place_dp,11.31,6.14,1536
5_1_grt,11.42,5.51,1536
6_report,11.35,6.04,1536
final timing paths:
path | from | to | slack (ns) | cells after the start
hold / removal | i_d[0] | o_coeff[4] | 11.35 | 5
setup / recovery | i_d[1] | o_coeff[9] | 6.04 | 24
placed cells by master (no fill, tap or decap), types with 12 or more instances in the layout:
cell               n
inv_1            322
fa_1             227
nand2_1          131
ha_1              84
nor2_1            47
and2_1            40
a21oi_1           33
clkdlybuf4s50_1   27
nand3_1           25
o21ai_0           24
and3_1            22
nor2b_1           19
nor3_1            15
xnor2_1           12
metal layers:
metal,share of wire (%),global-route usage (%)
met1,41,23.7
met3,11,6.88
met4,1.9,2.84
met2,45,24.2
met5,0,0
cells by family after synthesis:
family / count (synthesis) / synth area share [%]
xor gates and xnor gates: 17 / 1.55
buffers and inverters: 364 / 14.4
AOI/OAI and AO/OA: 103 / 7.38
adders and majority gates: 311 / 58.3
and+or+nand+nor: 343 / 18.4
report_power, final:
| part | total [mW] | internal (mW) | switching (mW) |
|---|---|---|---|
| Clock | 0 | 0 | 0 |
| Combinational | 0.424 | 0.161 | 0.263 |
| Sequential | 0 | 0 | 0 |
| Total | 0.424 | 0.161 | 0.263 |
cell type report:
class	instances	share of cell area, %
timing repair buffer	38	3.41
tap	402	4.89
multi-input combinational	774	79.9
inverter	322	11.8
critical path: stages:
cell             delay [ns]
clkdlybuf4s50_1        0.76
and3b_1                0.77
a21oi_1                0.37
nor2_1                 0.95
nand2_1                0.20
fa_1                   0.47
fa_1                   0.42
inv_1                  0.08
fa_1                   0.44
fa_1                   0.54
inv_1                  0.05
fa_1                   0.55
inv_1                  0.06
ha_1                   0.38
nor3_1                 0.09
o31ai_1                0.48
nand2_2                0.12
a2111oi_4              0.43
nor2_1                 0.10
xnor2_1                0.34
nand3_1                0.23
or4_1                  0.55
a21oi_1                0.20
clkdlybuf4s50_1        0.50
