## flow/run.sh

```bash
#!/bin/bash
# OpenROAD 26Q1-2900-gdf79404cd8, Yosys 0.63+post, stock flow scripts
make -C /OpenROAD-flow-scripts/flow DESIGN_CONFIG=/design/flow/config.mk WORK_HOME=/design/flow/orfs finish
```

## flow/config.mk

```make
export PLATFORM = sky130hd
export DESIGN_NAME = cbd
export DESIGN_NICKNAME = cbd
export VERILOG_FILES = /design/flow/design.v
export SDC_FILE = /design/flow/constraint.sdc
export NUM_CORES = 4
export LEC_CHECK = 1
export CORE_UTILIZATION = 30
```

## flow/constraint.sdc

```tcl
current_design cbd

set clk_period 8.3
set clk_io_pct 0.2

create_clock -name clk0 -period $clk_period [get_ports {i_clk}]

set non_clock_inputs [all_inputs -no_clocks]
set_input_delay [expr $clk_period * $clk_io_pct] -clock clk0 $non_clock_inputs
set_output_delay [expr $clk_period * $clk_io_pct] -clock clk0 [all_outputs]
```

## flow/design.v

```verilog
module cbd
(	
	output reg	[47:0]		o_coeffs,
	output reg				o_coeffs_valid,
	output reg				o_ibytes_ready,
	output reg				o_done,
	input		[63:0]		i_ibytes,
	input					i_ibytes_valid,
	input		[1:0]		i_eta,
	input					i_clk,
	input					i_rstn
);
	localparam	S_IDLE		= 3'd0  ;
	localparam	S_ETA2		= 3'd1  ;
	localparam	S_ETA3_0	= 3'd2  ;
	localparam	S_ETA3_1	= 3'd3  ;
	localparam	S_ETA3_2	= 3'd4  ;
	localparam	S_DONE		= 3'd5  ;
	reg			[2:0]		c_state;
	reg			[2:0]		n_state;
	always @(posedge i_clk or negedge i_rstn) begin
		if(!i_rstn) begin
			c_state	<= S_IDLE;
		end else begin
			c_state	<= n_state;
		end
	end
	always @(*) begin
		case(c_state)
			S_IDLE		: n_state = (i_ibytes_valid && i_eta == 2)	? S_ETA2	: 
									(i_ibytes_valid && i_eta == 3)	? S_ETA3_0	: S_IDLE;
			S_ETA2		: n_state = (cnt_coeffs == 15)				? S_DONE	: S_ETA2;
			S_ETA3_0	: n_state = (cnt_coeffs == 15)				? S_DONE	: S_ETA3_1;
			S_ETA3_1	: n_state = (cnt_coeffs == 15)				? S_DONE	: S_ETA3_2;
			S_ETA3_2	: n_state = (cnt_coeffs == 15)				? S_DONE	: S_ETA3_0;
			S_DONE		: n_state = S_IDLE;
			default		: n_state = S_IDLE;
		endcase
	end
	always @(*) begin
		case(n_state)
			S_ETA2		,
			S_ETA3_0	,
			S_ETA3_1	,
			S_ETA3_2	: o_ibytes_ready	= 1;
			default		: o_ibytes_ready	= 0;
		endcase
	end
	always @(*) begin
		case(c_state)
			S_DONE		: o_done	= 1;
			default		: o_done	= 0;
		endcase
	end
	reg			[3:0]		cnt_coeffs;
	always @(posedge i_clk or negedge i_rstn) begin
		if (!i_rstn) begin
			cnt_coeffs	<= 0;
		end else begin
			case (c_state)
				S_DONE	: cnt_coeffs <= 0;
				default	: cnt_coeffs <= o_coeffs_valid ? cnt_coeffs + 1 : cnt_coeffs;
			endcase
		end
	end
	wire		[63:0]		ibytes_bwr;	
	genvar					i;
	generate
		for (i=0; i<8; i=i+1) begin
			assign	ibytes_bwr[64-1-8*i-:8] = {
						i_ibytes[64-1-8*i-7],
						i_ibytes[64-1-8*i-6],
						i_ibytes[64-1-8*i-5],
						i_ibytes[64-1-8*i-4],
						i_ibytes[64-1-8*i-3],
						i_ibytes[64-1-8*i-2],
						i_ibytes[64-1-8*i-1],
						i_ibytes[64-1-8*i-0]
			};
		end
	endgenerate
	reg			[63:0]		ibytes_reg;
	always @(posedge i_clk) begin
		case (c_state)
			S_ETA2		,
			S_ETA3_0	: ibytes_reg		<= ibytes_bwr       ;
			S_ETA3_1	: ibytes_reg[31:0]	<= ibytes_bwr[31:0] ;
			default		: ibytes_reg		<= i_ibytes			;
		endcase
	end
	always @(posedge i_clk or negedge i_rstn) begin
		if (!i_rstn) begin
			o_coeffs	<= 0;
		end else begin
			case (c_state)
				S_ETA2		: begin
					o_coeffs[48-1-3* 0-:3]	<=	ibytes_bwr[63] + ibytes_bwr[62] - ibytes_bwr[61] - ibytes_bwr[60];
					o_coeffs[48-1-3* 1-:3]	<=	ibytes_bwr[59] + ibytes_bwr[58] - ibytes_bwr[57] - ibytes_bwr[56];
					o_coeffs[48-1-3* 2-:3]	<=	ibytes_bwr[55] + ibytes_bwr[54] - ibytes_bwr[53] - ibytes_bwr[52];
					o_coeffs[48-1-3* 3-:3]	<=	ibytes_bwr[51] + ibytes_bwr[50] - ibytes_bwr[49] - ibytes_bwr[48];
					o_coeffs[48-1-3* 4-:3]	<=	ibytes_bwr[47] + ibytes_bwr[46] - ibytes_bwr[45] - ibytes_bwr[44];
					o_coeffs[48-1-3* 5-:3]	<=	ibytes_bwr[43] + ibytes_bwr[42] - ibytes_bwr[41] - ibytes_bwr[40];
					o_coeffs[48-1-3* 6-:3]	<=	ibytes_bwr[39] + ibytes_bwr[38] - ibytes_bwr[37] - ibytes_bwr[36];
					o_coeffs[48-1-3* 7-:3]	<=	ibytes_bwr[35] + ibytes_bwr[34] - ibytes_bwr[33] - ibytes_bwr[32];
					o_coeffs[48-1-3* 8-:3]	<=	ibytes_bwr[31] + ibytes_bwr[30] - ibytes_bwr[29] - ibytes_bwr[28];
					o_coeffs[48-1-3* 9-:3]	<=	ibytes_bwr[27] + ibytes_bwr[26] - ibytes_bwr[25] - ibytes_bwr[24];
					o_coeffs[48-1-3*10-:3]	<=	ibytes_bwr[23] + ibytes_bwr[22] - ibytes_bwr[21] - ibytes_bwr[20];
					o_coeffs[48-1-3*11-:3]	<=	ibytes_bwr[19] + ibytes_bwr[18] - ibytes_bwr[17] - ibytes_bwr[16];
					o_coeffs[48-1-3*12-:3]	<=	ibytes_bwr[15] + ibytes_bwr[14] - ibytes_bwr[13] - ibytes_bwr[12];
					o_coeffs[48-1-3*13-:3]	<=	ibytes_bwr[11] + ibytes_bwr[10] - ibytes_bwr[ 9] - ibytes_bwr[ 8];
					o_coeffs[48-1-3*14-:3]	<=	ibytes_bwr[ 7] + ibytes_bwr[ 6] - ibytes_bwr[ 5] - ibytes_bwr[ 4];
					o_coeffs[48-1-3*15-:3]	<=	ibytes_bwr[ 3] + ibytes_bwr[ 2] - ibytes_bwr[ 1] - ibytes_bwr[ 0];
				end
				S_ETA3_0	: o_coeffs	<= o_coeffs;
				S_ETA3_1	: begin
					o_coeffs[48-1-3* 0-:3]	<=	ibytes_reg[63] + ibytes_reg[62] + ibytes_reg[61] - ibytes_reg[60] - ibytes_reg[59] - ibytes_reg[58];	 
					o_coeffs[48-1-3* 1-:3]	<=	ibytes_reg[57] + ibytes_reg[56] + ibytes_reg[55] - ibytes_reg[54] - ibytes_reg[53] - ibytes_reg[52];	 
					o_coeffs[48-1-3* 2-:3]	<=	ibytes_reg[51] + ibytes_reg[50] + ibytes_reg[49] - ibytes_reg[48] - ibytes_reg[47] - ibytes_reg[46];	 
					o_coeffs[48-1-3* 3-:3]	<=	ibytes_reg[45] + ibytes_reg[44] + ibytes_reg[43] - ibytes_reg[42] - ibytes_reg[41] - ibytes_reg[40];	 
					o_coeffs[48-1-3* 4-:3]	<=	ibytes_reg[39] + ibytes_reg[38] + ibytes_reg[37] - ibytes_reg[36] - ibytes_reg[35] - ibytes_reg[34];	 
					o_coeffs[48-1-3* 5-:3]	<=	ibytes_reg[33] + ibytes_reg[32] + ibytes_reg[31] - ibytes_reg[30] - ibytes_reg[29] - ibytes_reg[28];	 
					o_coeffs[48-1-3* 6-:3]	<=	ibytes_reg[27] + ibytes_reg[26] + ibytes_reg[25] - ibytes_reg[24] - ibytes_reg[23] - ibytes_reg[22];	 
					o_coeffs[48-1-3* 7-:3]	<=	ibytes_reg[21] + ibytes_reg[20] + ibytes_reg[19] - ibytes_reg[18] - ibytes_reg[17] - ibytes_reg[16];	 
					o_coeffs[48-1-3* 8-:3]	<=	ibytes_reg[15] + ibytes_reg[14] + ibytes_reg[13] - ibytes_reg[12] - ibytes_reg[11] - ibytes_reg[10];	 
					o_coeffs[48-1-3* 9-:3]	<=	ibytes_reg[ 9] + ibytes_reg[ 8] + ibytes_reg[ 7] - ibytes_reg[ 6] - ibytes_reg[ 5] - ibytes_reg[ 4];	 
					o_coeffs[48-1-3*10-:3]	<=	ibytes_reg[ 3] + ibytes_reg[ 2] + ibytes_reg[ 1] - ibytes_reg[ 0] - ibytes_bwr[63] - ibytes_bwr[62];	 
					o_coeffs[48-1-3*11-:3]	<=	ibytes_bwr[61] + ibytes_bwr[60] + ibytes_bwr[59] - ibytes_bwr[58] - ibytes_bwr[57] - ibytes_bwr[56];	 
					o_coeffs[48-1-3*12-:3]	<=	ibytes_bwr[55] + ibytes_bwr[54] + ibytes_bwr[53] - ibytes_bwr[52] - ibytes_bwr[51] - ibytes_bwr[50];	 
					o_coeffs[48-1-3*13-:3]	<=	ibytes_bwr[49] + ibytes_bwr[48] + ibytes_bwr[47] - ibytes_bwr[46] - ibytes_bwr[45] - ibytes_bwr[44];	 
					o_coeffs[48-1-3*14-:3]	<=	ibytes_bwr[43] + ibytes_bwr[42] + ibytes_bwr[41] - ibytes_bwr[40] - ibytes_bwr[39] - ibytes_bwr[38];	 
					o_coeffs[48-1-3*15-:3]	<=	ibytes_bwr[37] + ibytes_bwr[36] + ibytes_bwr[35] - ibytes_bwr[34] - ibytes_bwr[33] - ibytes_bwr[32];	 
				end
				S_ETA3_2	: begin
					o_coeffs[48-1-3* 0-:3]	<=	ibytes_reg[31] + ibytes_reg[30] + ibytes_reg[29] - ibytes_reg[28] - ibytes_reg[27] - ibytes_reg[26];	 
					o_coeffs[48-1-3* 1-:3]	<=	ibytes_reg[25] + ibytes_reg[24] + ibytes_reg[23] - ibytes_reg[22] - ibytes_reg[21] - ibytes_reg[20];	 
					o_coeffs[48-1-3* 2-:3]	<=	ibytes_reg[19] + ibytes_reg[18] + ibytes_reg[17] - ibytes_reg[16] - ibytes_reg[15] - ibytes_reg[14];	 
					o_coeffs[48-1-3* 3-:3]	<=	ibytes_reg[13] + ibytes_reg[12] + ibytes_reg[11] - ibytes_reg[10] - ibytes_reg[ 9] - ibytes_reg[ 8];	 
					o_coeffs[48-1-3* 4-:3]	<=	ibytes_reg[ 7] + ibytes_reg[ 6] + ibytes_reg[ 5] - ibytes_reg[ 4] - ibytes_reg[ 3] - ibytes_reg[ 2];	 
					o_coeffs[48-1-3* 5-:3]	<=	ibytes_reg[ 1] + ibytes_reg[ 0] + ibytes_bwr[63] - ibytes_bwr[62] - ibytes_bwr[61] - ibytes_bwr[60];	 
					o_coeffs[48-1-3* 6-:3]	<=	ibytes_bwr[59] + ibytes_bwr[58] + ibytes_bwr[57] - ibytes_bwr[56] - ibytes_bwr[55] - ibytes_bwr[54];	 
					o_coeffs[48-1-3* 7-:3]	<=	ibytes_bwr[53] + ibytes_bwr[52] + ibytes_bwr[51] - ibytes_bwr[50] - ibytes_bwr[49] - ibytes_bwr[48];	 
					o_coeffs[48-1-3* 8-:3]	<=	ibytes_bwr[47] + ibytes_bwr[46] + ibytes_bwr[45] - ibytes_bwr[44] - ibytes_bwr[43] - ibytes_bwr[42];	 
					o_coeffs[48-1-3* 9-:3]	<=	ibytes_bwr[41] + ibytes_bwr[40] + ibytes_bwr[39] - ibytes_bwr[38] - ibytes_bwr[37] - ibytes_bwr[36];	 
					o_coeffs[48-1-3*10-:3]	<=	ibytes_bwr[35] + ibytes_bwr[34] + ibytes_bwr[33] - ibytes_bwr[32] - ibytes_bwr[31] - ibytes_bwr[30];	 
					o_coeffs[48-1-3*11-:3]	<=	ibytes_bwr[29] + ibytes_bwr[28] + ibytes_bwr[27] - ibytes_bwr[26] - ibytes_bwr[25] - ibytes_bwr[24];	 
					o_coeffs[48-1-3*12-:3]	<=	ibytes_bwr[23] + ibytes_bwr[22] + ibytes_bwr[21] - ibytes_bwr[20] - ibytes_bwr[19] - ibytes_bwr[18];	 
					o_coeffs[48-1-3*13-:3]	<=	ibytes_bwr[17] + ibytes_bwr[16] + ibytes_bwr[15] - ibytes_bwr[14] - ibytes_bwr[13] - ibytes_bwr[12];	 
					o_coeffs[48-1-3*14-:3]	<=	ibytes_bwr[11] + ibytes_bwr[10] + ibytes_bwr[ 9] - ibytes_bwr[ 8] - ibytes_bwr[ 7] - ibytes_bwr[ 6];	 
					o_coeffs[48-1-3*15-:3]	<=	ibytes_bwr[ 5] + ibytes_bwr[ 4] + ibytes_bwr[ 3] - ibytes_bwr[ 2] - ibytes_bwr[ 1] - ibytes_bwr[ 0];	 
				end
			endcase
		end
	end
	always @(posedge i_clk or negedge i_rstn) begin
		if (!i_rstn) begin
			o_coeffs_valid	<= 0;
		end else begin
			case (c_state)
				S_ETA2		,
				S_ETA3_1	,
				S_ETA3_2	: o_coeffs_valid	<= n_state != S_DONE ? 1 : 0;
				default		: o_coeffs_valid	<= 0;
			endcase
		end
	end
endmodule
```

==> impl_metrics.ini <==
; generated from flow reports
[detailed_routing]
num_vias = 6450
ant_nets = 0
vias_per_cell = 4.53
drt_wl_total_mm = 24.8
drt-initial-drc-count = 280
first_pass_iters = 4
insertedDiodeCount = 0
post_drt_wl_per_cell_um = 17.5
drc_errors = 0

[timing]
fmax_mhz = 210
rsz0062_at_grt = false
report.final.hold_viol_count = 0
timing.final.max_slew_violations = 0
skew_ns = 0.00920
slew_headroom_pct = 48.5
finalCriticalPeriod_ns = 4.76
finalClockPeriodUsage_pct = 57.3
worst_pin_slew_ns = 0.772
finalSetupViolCount = 0
setup_tns_ns = 0

[layout]
syn2layout_area_growth_pct = 24.5
fill_cells = 2904
largest_reg_flops = 64
final_common_cell = inv_1
mostFrequentLayoutCells = inv_1, clkdlybuf4s50_1, fa_1
drive_above_1_share_pct = 7.11
final_cells = 1423
fin_area_um2 = 11600

[critical_path]
worstSetupPathType = in -> out
r2r_cells = 8
reg2reg_slack_ns = 5.62
timing.rr.end = o_coeffs[28]
r2r-start = ibytes_reg[22]
end_kind = output pin
critPathLaunchType = input port
arrival_ns = 3.10
worstPathMaxFanout = 4
cp.required_ns = 6.64

[global_routing]
grt_start_max_net_pins = 66
grt_usage_pct = 17.2
grt_pass1_vias = 6811
grt_first_pass_wirelength_mm = 38.8
antenna_found_initial = 0
overflow = 0

[floorplan]
num_rows = 64
die_w_um = 178
io_pins = 120
dieArea_um2 = 31700
fp-utilization_pct = 30.5
coreArea_um2 = 30500
die_h_um = 178

[logic_synthesis]
synth-warning-count = 1
syn_inst = 902
synth-seq-area-share_pct = 33.1
ys.flops = 123
synth.top_cell.area_share_pct = 22.6
edf_count = 32
syn_avg_cell_area_um2 = 10.3
top_cells_by_area = fa_1, dfrtp_1, ha_1, edfxtp_1, inv_1
ys_cells = 902
syn_area_um2 = 9300
async_reset_ff_share_pct = 48.0
ff_type = dfrtp_1
yosysUniqueCellTypes = 45
top_area_cell = fa_1
ys_chip_area_um2 = 9300

[clocking]
cts_buffer_depth = 2
cts.clk_slew.worst_paths_ns = 0.06
cts_max_level = 4
cts_tree = done
cts_sinks = 123
cts_buffers = 17
worstSkewPairLatency_ns = 0.42
cts_resized = 0
post-cts-setup-buffers = 0
cts-hold-fix-buffers = 0
ctsRootBufferMaster = clkbuf_16

[pwr]
p_per_area_nw_per_um2 = 412
ir_worst_vdd_mv = 0.201
p_total_mw = 4.77
p_leak_nw = 5.34

[hold_path]
holdPathStages = 1
min_to = o_coeffs[30]
holdCritPathClass = reg -> reg
hold_start = o_coeffs[30]

[placed_design]
gp_congestion = 0.886
dp_hpwl_mm = 19.2
dp.cells = 1391
port_buffers = 119
dpl_cell_area_um2 = 10900

[run]
max-cap-violations = 0
openroad.warnings = 32

[outcome]
outcome = completed
==> critical path, cell delays in order <==
cell and delay, ns:
clkdlybuf4s50_1 0.49, and3_1 0.22, mux2i_1 0.09, o2bb2ai_1 0.16
clkdlybuf4s50_1 0.47
==> metrics by stage <==
| step | setup WS (ns) | hold WS [ns] | utilization [%] |
|---|---|---|---|
| after floorplan | 4.55 | 0.433 | - |
| after global placement | 3.57 | 0.476 | 35.8 |
| after detailed placement | 3.55 | 0.483 | 35.8 |
| after CTS | 3.54 | 0.496 | 37.9 |
| after global routing | 3.43 | 0.511 | 37.9 |
| final | 3.54 | 0.492 | 37.9 |
==> final cells by class <==
class	instances	area [µm²]	area share, %
Multi-Input combinational cell	513	5210	45.1
Clock buffer	25	561	4.84
Clock inverter	7	92.6	0.800
Sequential cell	123	3080	26.6
Timing Repair Buffer	130	1270	11.0
Inverter	229	860	7.43
Tap cell	396	495	4.28
==> worst max-delay path by stage <==
stage	from	endpoint	slack (ns)	cells past startpoint
final	i_ibytes_valid	o_ibytes_ready	3.54	5
after global routing	i_ibytes_valid	o_ibytes_ready	3.43	5
after CTS	i_ibytes_valid	o_ibytes_ready	3.54	5
==> synth_stat cells (20+ instances only) <==
library cell	count
inv_1	229
a21oi_1	25
clkbuf_1	24
ha_1	86
dfrtp_1	58
mux2_2	26
o21ai_0	44
a22oi_1	20
fa_1	105
dfxtp_1	32
edfxtp_1	32
nor2_1	31
nand2_1	58
==> metal layers <==
metal | global-route usage [%] | vias up | wire [µm]
li1 | - | 3106 | -
met1 | 24.6 | 3102 | 10700
met2 | 25.3 | 223 | 11000
met3 | 7.56 | 19 | 2670
met4 | 2.78 | 0 | 480
met5 | 0 | - | 0
==> kinds of logic after synthesis <==
kind of cell	Yosys count	share of synthesized area, %
AND-OR/OR-AND	159	11.2
XOR/XNOR	10	0.942
adder cells (fa/ha/maj)	191	34.2
buffers and inverters	266	10.9
flip-flops	123	33.1
multiplexers	31	3.73
AND/OR/NAND/NOR	122	5.86
==> where the power goes <==
part	total [mW]	switching [mW]	internal [mW]	leakage (nW)
Sequential	1.18	0.183	0.993	1.29
Combinational	2.78	1.51	1.27	3.73
Clock	0.811	0.281	0.530	0.317
Total	4.77	1.97	2.79	5.34
Power is estimated from default activity; no workload was simulated.
